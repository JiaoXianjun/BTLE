[flow/run.sh]
#!/bin/bash
# OpenROAD 26Q1-2900-gdf79404cd8, Yosys 0.63+post, stock flow scripts
make -C /OpenROAD-flow-scripts/flow DESIGN_CONFIG=/design/flow/config.mk WORK_HOME=/design/flow/orfs finish
[flow/config.mk]
export PLATFORM = sky130hd
export DESIGN_NAME = clock_domain_conversion_iq
export DESIGN_NICKNAME = clock_domain_conversion_iq
export VERILOG_FILES = /design/flow/design.v
export SDC_FILE = /design/flow/constraint.sdc
export NUM_CORES = 4
export LEC_CHECK = 1
export CORE_AREA = 10 10 109 109
export DIE_AREA = 0 0 119 119
[flow/constraint.sdc]
current_design clock_domain_conversion_iq

set clk_period 1.0
set clk_io_pct 0.2

create_clock -name clk0 -period $clk_period [get_ports {bb_clk}]
create_clock -name clk1 -period $clk_period [get_ports {rf_clk}]

set non_clock_inputs [all_inputs -no_clocks]
set_input_delay [expr $clk_period * $clk_io_pct] -clock clk0 $non_clock_inputs
set_output_delay [expr $clk_period * $clk_io_pct] -clock clk0 [all_outputs]
[flow/design.v]
`timescale 1ns / 1ps
module clock_domain_conversion_iq #
(
  parameter integer RF_IQ_BIT_WIDTH = 64,
  parameter integer RF_I_OR_Q_BIT_WIDTH = (RF_IQ_BIT_WIDTH/4),
  parameter integer IQ_BIT_WIDTH = 8,
  parameter integer GFSK_DEMODULATION_BIT_WIDTH = 16
) (
  input rf_clk,  
  input rf_rst,
  input bb_clk,  
  input bb_rst,
  input wire [7:0]                     rf_gpio,
  input wire [(RF_IQ_BIT_WIDTH-1) : 0] rx_iq_signal_ext,  
  input wire                           rx_iq_valid_ext,
  output reg signed [(GFSK_DEMODULATION_BIT_WIDTH-1) : 0] rx_i_signal,  
  output reg signed [(GFSK_DEMODULATION_BIT_WIDTH-1) : 0] rx_q_signal,
  output reg rx_iq_valid,
  output reg [7:0] bb_gpio,
  input wire signed [(IQ_BIT_WIDTH-1) : 0] tx_i_signal,  
  input wire signed [(IQ_BIT_WIDTH-1) : 0] tx_q_signal,
  input wire tx_iq_valid,
  input wire tx_iq_valid_last,
  output reg [(RF_IQ_BIT_WIDTH-1) : 0] tx_iq_signal_ext,  
  output reg                           tx_iq_valid_ext,
  output reg                           tx_iq_valid_last_ext
);
reg tx_iq_valid_delay1;
reg tx_iq_valid_last_delay1;
always @ (posedge bb_clk) begin
  if (bb_rst) begin
    rx_i_signal <= 0;
    rx_q_signal <= 0;
    rx_iq_valid <= 0;
    bb_gpio     <= 0;
  end else begin
    rx_i_signal <= rx_iq_signal_ext[(RF_I_OR_Q_BIT_WIDTH-1)   : 0                  ];
    rx_q_signal <= rx_iq_signal_ext[(2*RF_I_OR_Q_BIT_WIDTH-1) : RF_I_OR_Q_BIT_WIDTH];
    rx_iq_valid <= (~rx_iq_valid);  
    bb_gpio     <= rf_gpio;
  end
end
always @ (posedge bb_clk) begin
  if (bb_rst) begin
    tx_iq_valid_delay1 <= 0;
    tx_iq_valid_last_delay1 <= 0;
    tx_iq_valid_ext <= 0;
    tx_iq_valid_last_ext <= 0;
  end else begin
    tx_iq_valid_delay1 <= tx_iq_valid;
    tx_iq_valid_last_delay1 <= tx_iq_valid_last;
    tx_iq_valid_ext <= (tx_iq_valid | tx_iq_valid_delay1);  
    tx_iq_valid_last_ext <= (tx_iq_valid_last | tx_iq_valid_last_delay1);  
  end
end
always @ (posedge rf_clk) begin
  if (rf_rst) begin
    tx_iq_signal_ext <= 0;
  end else begin
    tx_iq_signal_ext[(RF_I_OR_Q_BIT_WIDTH-1)   : 0                   ]    <= {{(RF_I_OR_Q_BIT_WIDTH-IQ_BIT_WIDTH){tx_i_signal[IQ_BIT_WIDTH-1]}}, tx_i_signal};
    tx_iq_signal_ext[(2*RF_I_OR_Q_BIT_WIDTH-1) : RF_I_OR_Q_BIT_WIDTH ]    <= {{(RF_I_OR_Q_BIT_WIDTH-IQ_BIT_WIDTH){tx_q_signal[IQ_BIT_WIDTH-1]}}, tx_q_signal};
    tx_iq_signal_ext[(RF_IQ_BIT_WIDTH-1)       : (2*RF_I_OR_Q_BIT_WIDTH)] <= 0;
  end
end
endmodule
==> impl_metrics.tcl <==
# collected from the flow reports
set metrics [dict create \
    dieWidth_um 119 \
    worstPathRequired_ns 0.80 \
    hpwlAfterDp_um 4710 \
    die_h_um 119 \
    cts_hold_buffers 0 \
    fa_ha_area_share_pct 0 \
    edf_count 0 \
    clk_pin_slew_worst_paths_ns 0.09 \
    ys_async_sr_fraction_pct 0 \
    swShare_pct 18.6 \
    grt_antenna_before_repair 0 \
    power.internal_w 0.00438 \
    arrival_ns 0.90 \
    num_rows 36 \
    fillCellCount 999 \
    finalHoldWorstSlack_ns 0.295 \
    outcome "complete, but fails checks" \
    ys_sh_mux_pct 0 \
    drv_cap 0 \
    rsz0062_at_grt "yes" \
    setup_viol 14 \
    drtIter0Drc 61 \
    skew_ns 0.000165 \
    tritoncts "done" \
    top_area_cell "dfxtp_1" \
    yosys_cells 176 \
    initCoreUtil_pct 20.8 \
    syn_avg_cell_area_sq_um 11.4 \
    core_sq_mm 0.00964 \
    portBuffers 135 \
    warnings 61 \
    yosys.cell_types.count 8 \
    yosys_most_used_dff "dfxtp_1" \
    gp_congestion 0.686 \
    crit_path_end_kind "primary output" \
    areaGrowthSynthToFinish_pct 68.8 \
    first_global_vias 1547 \
    ys_area_sq_mm 0.00200 \
    hold_class "in -> reg" \
    ir_worst_vdd_mv 0.819 \
    path_class "reg -> out" \
    grt_overflow_total 0 \
    setup_ws_ns -0.104 \
    cp-start-kind "flop" \
    simple_gate_share_pct 18.5 \
    ys_warn_count 1 \
    p_comb_share_pct 11.3 \
    critPathMaxFanout 3 \
    synth-seq-cells 61 \
    place_area_sq_mm 0.00332 \
    switchingPower_w 0.00100 \
    clkPwrFrac_pct 40.4 \
    grt_first_pass_wirelength_um 8460 \
    total_leakage_power_nw 1.53 \
    wirelength_um 5750 \
    ant_nets 0 \
    post-route-util_pct 35.1 \
    grt.total_usage_pct 7.45 \
    top_cell_area_share_pct 60.9 \
    ys_seq_share_pct 60.9 \
    wl_per_cell_um 13.0 \
    top_cells_by_area "dfxtp_1 (61%), buf_4 (18%), nor2b_1 (17%)" \
    power.density_mw_per_mm2 1590 \
    drtPass1Iterations 4 \
    die_area_sq_mm 0.0142 \
    netlist_top_cells_count "dfxtp_1 (61), nor2b_1 (54), buf_4 (49), and2b_1 (4), buf_2 (4)" \
    drv_slew 0 \
    n_antenna_cell 0 \
    via_count 1443 \
    logic_family "buffers and inverters" \
    synthCells 176 \
    via_per_inst 3.26 \
    synth_area_sq_mm 0.00200 \
    violations "negative setup slack" \
    xor_share_pct 0 \
    finalHoldViolCount 0 \
    seq_power_share_pct 48.3 \
    final_layout_size_suffix_gt1_share_pct 32.9 \
    top_cell "dfxtp_1" \
    io_pins 202 \
    clock-sinks 61 \
    ys_sh_aoi_pct 0.999 \
    drc_errors 0 \
    grt_start_max_net_pins 25 \
    design_area_sq_mm 0.00338 \
]
==> kinds of logic (layout without fill, tap and decap cells) <==
| kind of cell | count (synthesis) | count (layout) |
|---|---|---|
| flip-flops | 61 | 61 |
| AND/OR/NAND/NOR | 59 | 59 |
| buffers and inverters | 53 | 156 |
| AND-OR/OR-AND | 2 | 2 |
| other | 1 | 32 |
==> worst paths after layout <==
kind | startpoint | slack (ns) | endpoint | cells after the start
max | tx_iq_signal_ext[23] | -0.10 | tx_iq_signal_ext[25] | 3
min | bb_rst | 0.30 | rx_i_signal[12] | 3
max reg2reg | tx_iq_valid_last_delay1 | 0.41 | tx_iq_valid_last_ext | 1
min reg2reg | rx_iq_valid | 0.40 | rx_iq_valid | 1
max in group clk1 | rf_rst | 0.21 | tx_iq_signal_ext[15] | 3
min in group clk1 | tx_i_signal[1] | 0.50 | tx_iq_signal_ext[1] | 2
==> layer usage <==
layer | GRT usage (%) | vias up | part of all wire (%)
met5 | 0 | - | 0
met2 | 10.6 | 110 | 42
met3 | 6.24 | 7 | 17
li1 | - | 709 | -
met1 | 8.48 | 617 | 40
met4 | 1.53 | 0 | 1.8
==> cells in the final DEF (no fill, tap or decap) <==
| master | synthesis | final |
|---|---|---|
| clkdlybuf4s50_1 | 0 | 59 |
| nor2b_1 | 54 | 54 |
| dfxtp_1 | 61 | 43 |
| conb_1 | 1 | 32 |
| buf_2 | 4 | 26 |
| buf_6 | 0 | 21 |
| clkbuf_2 | 0 | 20 |
| dfxtp_2 | 0 | 17 |
| clkdlybuf4s15_1 | 0 | 14 |
| clkbuf_8 | 0 | 9 |
| and2b_1 | 4 | 4 |
| buf_12 | 0 | 3 |
| o21ba_2 | 2 | 2 |
| bufinv_16 | 0 | 2 |
| nor2_1 | 1 | 1 |
| inv_6 | 0 | 1 |
| dlygate4sd2_1 | 0 | 1 |
| dfxtp_4 | 0 | 1 |
==> timing repair <==
| item | in CTS | in global routing |
|---|---|---|
| resized | 208 | 50 |
| setup buffers | 4 | 0 |
| setup endpoints to repair | 75 | 51 |
==> area by class of cell <==
cell class / count / area [sq um] / area share [%]
clock buffers: 9 / 124 / 3.66
clock inverters: 3 / 68.8 / 2.03
multi-input cells: 93 / 512 / 15.1
flip-flops and latches: 61 / 1250 / 36.8
well taps: 133 / 166 / 4.92
repair buffers: 144 / 1270 / 37.4
==> per-stage QoR <==
stage	TNS, ns	total power (W)	instances	setup slack (ns)
floorplan	0	0.00286	207	0.273
global placement	-2.91	0.00335	427	-0.146
detailed placement	-3.20	0.00335	427	-0.177
CTS	-0.661	0.00548	443	-0.115
global route	-0.988	0.00564	443	-0.133
finish	-0.467	0.00538	443	-0.104
==> state kept, by name, indices dropped and copies added (netlist names) <==
| name | count |
|---|---|
| bb_gpio | 8 |
| rx_iq_valid | 1 |
| tx_iq_valid_ext | 1 |
| tx_iq_valid_last_ext | 1 |
| rx_q_signal | 16 |
| tx_iq_valid_delay1 | 1 |
| tx_iq_signal_ext | 16 |
| tx_iq_valid_last_delay1 | 1 |
| rx_i_signal | 16 |
==> worst max-delay path, stage by stage, from the launching register on <==
cell and delay, ns:
dfxtp_4 0.34, buf_6 0.11, buf_6 0.11, buf_6 0.10
==> power by group through the flow <==
stage | logic (W) | registers, W | clock network [W]
finish | 0.000608 | 0.00260 | 0.00217
CTS | 0.000633 | 0.00259 | 0.00226
global route | 0.000674 | 0.00261 | 0.00235
Power figures rest on the tool's default switching activity, not on a simulated workload.
